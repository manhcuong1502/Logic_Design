--- ./run.sh ---
#!/bin/bash
# OpenROAD 26Q1-2900-gdf79404cd8, Yosys 0.63+post, stock flow scripts
make -C /OpenROAD-flow-scripts/flow DESIGN_CONFIG=/design/flow/config.mk WORK_HOME=/design/flow/orfs finish
--- ./config.mk ---
export PLATFORM = sky130hd
export DESIGN_NAME = clockDiv
export DESIGN_NICKNAME = clockDiv
export VERILOG_FILES = /design/flow/design.v
export SDC_FILE = /design/flow/constraint.sdc
export NUM_CORES = 4
export LEC_CHECK = 1
export CORE_AREA = 10 10 106 106
export DIE_AREA = 0 0 116 116
--- ./constraint.sdc ---
current_design clockDiv

set clk_period 3.9
set clk_io_pct 0.2

create_clock -name clk0 -period $clk_period [get_ports {clk}]

set non_clock_inputs [all_inputs -no_clocks]
set_input_delay [expr $clk_period * $clk_io_pct] -clock clk0 $non_clock_inputs
set_output_delay [expr $clk_period * $clk_io_pct] -clock clk0 [all_outputs]
--- ./design.v ---
`timescale 1ns / 1ps
module clockDiv(
    input clk,
    output reg clk_out
    );
    reg[30:0] counter = 31'd0;
    parameter div = 31'd125000000;
    always @(posedge clk)
    begin
    counter <= counter + 31'd1;
    if (counter >= (div - 1))
    counter <= 31'd0;
    clk_out <= (counter<div/2)?1'b1:1'b0;
    end
endmodule
==> flow_summary.json <==
{
  "syn_area_mm2": 0.001592,
  "clk_root_buffer_cell": "clkbuf_8",
  "hold_ws_ns": 0.5105,
  "finalPower_uw": 598.3,
  "slew_headroom_pct": 40.92,
  "cts_setup_buffers": 0,
  "holdBufCountCts": 0,
  "hp-class": "flip-flop to flip-flop",
  "critical_path_buf_inv_count": 0,
  "synthDistinctLibCells": 35,
  "yosys_cells": 180,
  "synth-seq-cells": 32,
  "finalSetupTns_ns": 0,
  "min_period_ns": 2.351,
  "cellPowerDensity_mw_per_mm2": 331.4,
  "die_w_um": 116,
  "synth.most_common_cell": "dfxtp_1",
  "finalSetupViolations": 0,
  "syn_area_per_cell_um2": 8.842,
  "clock.fmax_ghz": 0.4254,
  "numCtsBuffers": 5,
  "avgRoutedWirePerCell_um": 11.64,
  "tightest_slew_ns": 0.8862,
  "warnings": 25,
  "clk_pin_slew_ns": 0.06,
  "clkSinkCount": 32,
  "edf_count": 0,
  "cts_tree": "yes",
  "viasPerCell": 4.811,
  "drv_cap": 0,
  "dr_total_vias": 1400,
  "die_h_um": 116,
  "firstDrtPassIters": 4,
  "ys_seq_share_pct": 40.25,
  "start_kind": "flip-flop",
  "place_hpwl_um": 2212,
  "h-tree-depth": 2,
  "skew_ns": 0.002976,
  "syn_inst": 180,
  "rsz0062_at_grt": "false",
  "initial_core_util_pct": 17.99,
  "routed_wl_um": 3388,
  "drt_iter0_markers": 99,
  "synthTopCellsByCount": "dfxtp_1, nor3_1, nand2_1",
  "cpPeakStageDelay_ns": 0.81,
  "core_area_mm2": 0.008848,
  "ys.flop_type": "dfxtp_1",
  "drc": 0,
  "clk-insertion-delay-late_ns": 0.28,
  "synth_warnings": 1,
  "end_kind": "flip-flop",
  "top_area_cell": "dfxtp_1",
  "grt_usage_pct": 4.914,
  "path_cells": "nand3_2, or4_1, or4_4, a211oi_2",
  "cp_top_family": "simple AND/OR/NAND/NOR gates",
  "ir_worst_vdd_mv": 0.09234,
  "top_cell_area_share_pct": 40.25,
  "cts_buffer_depth": 2,
  "grt_pass1_vias": 1193,
  "grt_overflow": 0,
  "io_buffers": 1,
  "final_layout_size_suffix_gt1_share_pct": 10.38,
  "hold_violations": 0,
  "slew_violations": 0,
  "grt_start_max_net_pins": 25,
  "cellLeakagePower_nw": 0.4756,
  "rows": 34,
  "crit_type": "flip-flop to flip-flop",
  "status": "finished, final reports clean",
  "place_congestion": 0.7970,
  "cpMaxStageDelayCell": "or4_1",
  "syn_to_final_growth_pct": 13.44,
  "antenna_found_initial": 0,
  "yosysChipArea_mm2": 0.001592,
  "r2r_slack_ns": 1.55,
  "grt_first_pass_wirelength_um": 5671,
  "antenna_left": 0,
  "fin_util_pct": 20.40,
  "critPathRequiredTime_ns": 4.10,
  "cts_resized": 0,
  "floorplan.die_area_mm2": 0.01346,
  "fillers": 966,
  "post-route-period-util_pct": 60.27,
  "top_cells_by_area": "dfxtp_1, nor3_1, xor2_1",
  "crit_arrival_ns": 2.55,
  "diodes": 0,
  "crit_fanout": 18,
  "async_flop_share_pct": 0,
  "io_pins": 2
}
-- state kept, by name, indices dropped and copies added, names as in the netlist --
name     flops
counter     31
clk_out      1
-- path summary, 6_finish.rpt --
path,depth (start not counted),from,endpoint
worst min-delay path,1,counter[26],clk_out
worst max-delay path,4,counter[7],counter[24]
worst min register to register,1,counter[26],clk_out
worst max register to register,4,counter[7],counter[24]
-- through the flow --
| step | area [um^2] | cells | worst slack, ns |
|---|---|---|---|
| after floorplan | 1603 | 183 | 1.931 |
| after global placement | 1715 | 283 | 1.606 |
| after detailed placement | 1715 | 283 | 1.588 |
| after CTS | 1805 | 291 | 1.562 |
| after global routing | 1805 | 291 | 1.431 |
| final | 1805 | 291 | 1.549 |
-- cells in the final DEF (no fill, tap or decap), drive strengths merged, types with 5 or more instances in the layout --
cell    Yosys  routed
nand3      13      13
xnor2       5       5
or3         6       6
nand4       9       9
clkbuf      5       8
dfxtp      32      32
o31ai       6       6
or4        10      10
nor3       16      16
a21oi       5       5
nand2      13      13
a211oi     12      12
xor2        7       7
o21ai       8       8
-- cells by family (layout without fill, tap and decap cells) --
group,count (synthesis),count (layout),synth area share [%]
AND/OR/NAND/NOR,81,81,30.19
AND-OR/OR-AND,39,39,18.24
flip-flops,32,32,40.25
buffers and inverters,14,14,3.695
XOR/XNOR,12,12,6.604
adder cells (fa/ha/maj),1,1,0.7860
other,1,4,0.2356
-- power by group --
part | leakage (nW) | internal [mW] | total, mW | switching (mW)
sequential | 0.259 | 0.330 | 0.331 | 0.000990
combinational | 0.171 | 0.00188 | 0.00529 | 0.00341
clock | 0.0455 | 0.144 | 0.262 | 0.119
total | 0.476 | 0.475 | 0.598 | 0.123
-- cell type report --
class / instances / area [um^2] / area share [%]
Multi-Input combinational cell: 137 / 903.4 / 50.03
Sequential cell: 32 / 640.6 / 35.48
Inverter: 3 / 11.26 / 0.6237
Timing Repair Buffer: 3 / 25.02 / 1.386
Tap cell: 108 / 135.1 / 7.484
Clock buffer: 8 / 90.09 / 4.990
-- layer usage --
layer	global-route usage, %	up-vias	share of wire (%)
met1	7.323	664	52
met5	0	-	0
met3	1.047	3	4.8
li1	-	694	-
met2	7.205	39	43
met4	0.9174	0	0.68
Power figures rest on the tool's default switching activity, not on a simulated workload.

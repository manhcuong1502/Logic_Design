[design/flow/run.sh]
#!/bin/bash
# OpenROAD 26Q1-2900-gdf79404cd8, Yosys 0.63+post, stock flow scripts
make -C /OpenROAD-flow-scripts/flow DESIGN_CONFIG=/design/flow/config.mk WORK_HOME=/design/flow/orfs finish
[design/flow/config.mk]
export PLATFORM = sky130hd
export DESIGN_NAME = traffic_control
export DESIGN_NICKNAME = traffic_control
export VERILOG_FILES = /design/flow/design.v
export SDC_FILE = /design/flow/constraint.sdc
export NUM_CORES = 4
export LEC_CHECK = 1
export CORE_AREA = 10 10 90 90
export DIE_AREA = 0 0 100 100
[design/flow/constraint.sdc]
current_design traffic_control

set clk_period 2.5
set clk_io_pct 0.2

create_clock -name clk0 -period $clk_period [get_ports {clk}]

set non_clock_inputs [all_inputs -no_clocks]
set_input_delay [expr $clk_period * $clk_io_pct] -clock clk0 $non_clock_inputs
set_output_delay [expr $clk_period * $clk_io_pct] -clock clk0 [all_outputs]
[design/flow/design.v]
module traffic_control(A_lights,B_lights,clk,rst_a,num_out,swe);
   input [1:0] swe;
   output reg [3:0] num_out;
   output reg [2:0] A_lights,B_lights; 
   input      clk;
   input      rst_a;
   reg [2:0] state;
   reg check0=0,check1=0,check2 = 0;
   parameter [1:0] One=2'b00;
   parameter [1:0] Two=2'b01;
   parameter [1:0] Three=2'b10;
   parameter [1:0] Four=2'b11;
   reg [2:0] count;
   always @(posedge clk, posedge rst_a)  
     begin
     check0 = 0;
     check1 = 0;
     check2 = 0;
        if (rst_a)
            begin
                state=One;
                count =3'b000;
                num_out = 4'd7;
            end
        else if (!rst_a && swe == 2'b00)
            begin
                case (state)
                One :
                    begin
                        if (count==3'b111)
                            begin
                            count=3'b000;
                            num_out = 4'd3;
                            state=Two;
                            end
                        else
                            begin
                            count=count+3'b001;
                            num_out = num_out - 4'd1;
                            state=One;
                            end
                    end
                Two :
                    begin
                        if (count==3'b011)
                            begin
                            count=3'b000;
                            num_out = 4'd11;
                            state=Three;
                            end
                        else
                            begin
                            count=count+3'b001;
                            num_out = num_out - 4'd1;
                            state=Two;
                        end
                    end
               Three :
                    begin
                        if (count==3'b111)
                            begin
                            count=3'b0;
                            num_out = 4'd3;
                            state=Four;
                            end
                        else
                            begin
                            count=count+3'b001;
                            num_out = num_out - 1'd1;
                            state=Three;
                        end
                    end
            Four :
                begin
                    if (count==3'b011)
                        begin
                        count=3'b0;
                        num_out = 4'd7;
                        state=One;
                        end
                    else
                        begin
                        count=count+3'b001;
                        num_out = num_out - 1;
                        state=Four;
                        end
                    end
            endcase
        end
        else if (!rst_a && swe == 2'b01)
        begin
        check0 = 1;
        state=Four;
        count =3'b011;
        num_out = 4'd0;
        end
        else if (!rst_a && swe == 2'b10)
        begin
        check1 = 1;
        state=Four;
        count =3'b011;
        num_out = 4'd0;
        end
        else if (!rst_a && swe == 2'b11)
        begin
        check2 = 1;
        state=Two;
        count =3'b011;
        num_out = 4'd0;
        end
    end 
always @(state)
     begin
         case (state)
            One :
                begin
                    A_lights = 3'b001;
                    B_lights = 3'b100;
                end
            Two :
                begin
                    if (check2 == 1)
                        begin
                        A_lights = 3'b001;
                        B_lights = 3'b100;
                        end
                    else
                        begin    
                    A_lights = 3'b101;
                    B_lights = 3'b100;
                        end
                end
            Three :
                begin
                    A_lights = 3'b100;
                    B_lights = 3'b001;
                end
            Four :
                begin
                if (check0 == 1)
                    begin
                    A_lights = 3'b101;
                    B_lights = 3'b101;
                    end
                else if (check1 == 1)
                    begin
                    A_lights = 3'b100;
                    B_lights = 3'b001;
                    end
                else
                    begin
                    A_lights = 3'b100;
                    B_lights = 3'b101;
                    end
                end
            endcase
     end
endmodule
==> results.yml <==
# synthesis and place-and-route metrics
clock_network:
  h-tree-depth: 1
  post-cts-setup-buffers: 0
  cts-hold-fix-buffers: 0
  root_buffer: "clkbuf_8"
  path_clk_slew_ns: 0.06
  clk_latency_ns: 0.25
  cts_tree: "built"
  max-clock-path-buffers: 2
  cts_resized: 0
  numCtsBuffers: 3
timing:
  whs_ns: 0.493
  period_minus_slack_ns: 1.83
  setup_viol: 0
  hold_viol: 0
  unclocked_pins: 4
  worst_clock_skew_ns: 0.00677
  max_freq_ghz: 0.547
  finalMaxSlewViolations: 0
  postLayoutSetupSlackWorst_ns: 0.672
  fin_crit_sh: 0.731
  rsz0062_at_grt: "false"
  tns_ns: 0
  untimed_endpoints: 8
placed_design:
  dp_hpwl_um: 1510
  io_buffers: 11
  routabilityCongestion: 0.792
  preCtsSetupSlack_ns: 0.464
  dp.cells: 183
  placed_area_um2: 1170
critical_path:
  cp_max_fo: 5
  slowest_delay_ns: 0.58
  crit_required_ns: 2.00
  critPathTopFamily: "flip-flops"
  endpoint_kind: "primary output"
  crit_buf_inv: 1
  cpMaxStageDelayCell: "dfstp_2"
  startpoint_type: "flip-flop"
  r2r_slack_ns: 0.83
  crit_chain: "clkdlybuf4s50_1"
  arrival_ns: 1.33
  crit_type: "reg -> out"
drt:
  dr.pass1.iters: 4
  ant_nets: 0
  drt_iter0_markers: 52
  vias_per_cell: 3.99
  vias: 746
  wl_per_cell_um: 11.5
  route.detailed.drc: 0
  wl_um: 2160
  insertedDiodeCount: 0
run_status:
  status: "finished, final reports clean"
final_layout:
  final_util: 0.195
  area_delta_synth_final_pct: 20.5
  fin_cells: 187
  drive_gt1_frac: 0.164
  final_area_um2: 1220
job:
  warnings: 27
  cap_violations: 0
synthesis:
  compound_area_frac: 0.233
  edf_count: 0
  ys_sh_mux: 0.00988
  xor_share: 0.00864
  ys_sh_adder: 0.0617
  synthCells: 103
  simple_gate_share: 0.172
  logic_family: "AND-OR/OR-AND gates"
  avgSynthCellArea_um2: 9.84
  yosys_cells: 103
  numSynthFlops: 18
  yosys_warnings: 1
  yosysUniqueCellTypes: 47
  synth-async-reset-ratio: 0.778
  yosysChipArea_um2: 1010
  ys_dominant_reg_cell: "dfrtp_1"
  netlist_area_um2: 1010
power:
  p_leak_nw: 0.493
  finalPower_mw: 0.716
  peakVddDrop_v: 0.000330
  power_density_nw_per_um2: 586
global_route:
  antenna_found_initial: 0
  grt.total_usage: 0.0444
  grt_pass1_wl_um: 3800
  grt_pass1_vias: 781
  grt_max_degree: 16
  gr-total-overflow: 0
min_path:
  min_path_type: "reg -> reg"
floorplan:
  die_x_um: 100
  io_pins: 14
  die_h_um: 100
  core_area_um2: 6280
  dieArea_um2: 10000
  std_cell_rows: 29
  core_util_floorplan: 0.161
area by class of cell:
class	instances	area (µm²)
repair buffers	12	118
well taps	77	96.3
clock buffers	4	55.1
multi-input cells	66	499
flip-flops and latches	18	415
fillers	676	5060
inverters	10	37.5
logic make-up (layout without fill, tap and decap cells):
logic type / after synthesis / count (layout)
AND-OR/OR-AND: 32 / 32
XOR/XNOR: 1 / 1
adder cells (fa/ha/maj): 5 / 5
buffers and inverters: 20 / 26
flip-flops: 14 / 14
latches: 4 / 4
multiplexers: 1 / 1
other: 1 / 2
AND/OR/NAND/NOR: 25 / 25
power by group:
group	total, mW	internal [mW]	switching, mW
sequential	0.308	0.268	0.0396
clock	0.224	0.139	0.0842
combinational	0.185	0.0962	0.0884
total	0.716	0.504	0.212
per-layer routing:
metal / share of wire / GRT usage / up-vias
met1: 0.56 / 0.0679 / 349
met3: 0.042 / 0.0111 / 2
met2: 0.39 / 0.0637 / 18
li1: - / - / 377
met5: 0 / 0 / -
met4: 0.0065 / 0.00435 / 0
final timing paths:
kind | from | endpoint | depth (start not counted)
setup / recovery | num_out[2] | num_out[2] | 1
hold / removal | count[1] | count[1] | 1
setup reg to reg | count[0] | num_out[3] | 5
hold reg to reg | count[1] | count[1] | 1
max in group asynchronous | rst_a | num_out[1] | 3
min in group asynchronous | rst_a | state[1] | 3
state kept, by name, indices dropped and copies added, names as in the netlist:
register,cells
check0,1
num_out,4
state,4
A_lights,2
check2,1
count,3
check1,1
B_lights,2
synth_stat cells (all sizes together), types with 2 or more instances:
cell type	number	area (µm²)
a21oi	5	28.8
and2	2	12.5
buf	8	57.6
clkbuf	2	7.51
dfrtp	10	250
dfstp	4	105
dlxtn	4	60.1
ha	5	62.6
inv	10	37.5
nand2	2	7.51
nor2b	3	18.8
nor3	6	41.3
nor3b	2	15.0
nor4	3	33.8
o21ai	7	35.0
o21ba	2	20.0
o21bai	2	15.0
o22a	2	17.5
o32ai	2	25.0
layout by cell type, fill, tap and decap left out, types with 3 or more instances in the layout:
| cell | instances |
|---|---|
| clkdlybuf4s50_1 | 11 |
| inv_1 | 10 |
| dfrtp_1 | 10 |
| o21ai_0 | 7 |
| nor3_1 | 5 |
| ha_1 | 5 |
| dlxtn_1 | 4 |
| a21oi_1 | 4 |
| clkbuf_8 | 4 |
| dfstp_2 | 4 |
| nor2b_1 | 3 |
No activity file was given, so power comes from the tool's default toggle rates.

**design/flow/design.v**
```verilog
module clock_divider(
    input clk,
    output wire out
);
reg [26:0] count = 0;    
reg toggle = 0;          
always @(posedge clk) begin
    count <= count + 1;      
    if (count == 124999999) begin         
        count <= 0;          
        toggle <= ~toggle;   
    end
end
assign out = toggle;     
endmodule
```
**design/flow/constraint.sdc**
```tcl
current_design clock_divider

set clk_period 5.8
set clk_io_pct 0.2

create_clock -name clk0 -period $clk_period [get_ports {clk}]

set non_clock_inputs [all_inputs -no_clocks]
set_input_delay [expr $clk_period * $clk_io_pct] -clock clk0 $non_clock_inputs
set_output_delay [expr $clk_period * $clk_io_pct] -clock clk0 [all_outputs]
```
**design/flow/config.mk**
```make
export PLATFORM = sky130hd
export DESIGN_NAME = clock_divider
export DESIGN_NICKNAME = clock_divider
export VERILOG_FILES = /design/flow/design.v
export SDC_FILE = /design/flow/constraint.sdc
export NUM_CORES = 4
export LEC_CHECK = 1
export CORE_AREA = 10 10 98 98
export DIE_AREA = 0 0 108 108
```
**design/flow/run.sh**
```bash
#!/bin/bash
# OpenROAD 26Q1-2900-gdf79404cd8, Yosys 0.63+post, stock flow scripts
make -C /OpenROAD-flow-scripts/flow DESIGN_CONFIG=/design/flow/config.mk WORK_HOME=/design/flow/orfs finish
```
==> flow_summary_export.csv <==
group,metric,value,unit
final_timing,rsz0062_at_grt,"false",
worst_setup_path,cp_slowest_cell,"clkdlybuf4s50_1",
routing,drtIter0Drc,62,
die,core,0.00765,sq mm
grt,grt_pass1_vias,859,
die,fp.dieH,108,microns
worst_setup_path,cpPeakStageDelay,480,ps
clock_tree,insertion_delay,270,ps
grt,grt_usage,3.75,%
worst_setup_path,path_max_fanout,2,
final_timing,post-route-min-period,2260,ps
grt,overflow,0,
power_and_ir_drop,p_leak,0.496,nW
worst_setup_path,crit_cells,1,
worst_setup_path,r2r-start,"count[0]",
yosys,logic_family,"simple AND/OR/NAND/NOR gates",
clock_tree,cts_buffer_depth,2,
die,chipArea,0.0117,sq mm
yosys,ys_sh_xor,10.5,%
yosys,yosysChipArea,0.00125,sq mm
yosys,syn_area_per_cell,9.35,sq um
die,core_util_floorplan,16.4,%
placement,gp_congestion,0.790,
yosys,ys_cells,134,
clock_tree,htree_levels,1,
yosys,ys_warn_count,1,
yosys,syn-instance-count,134,
placement,dpl-instance-area,0.00138,sq mm
clock_tree,cts.repair.resized,0,
routing,drcViolationCount,0,
final_timing,setup_tns,0,ps
routing,route.antenna.remaining_nets,0,
yosys,synth_top_flop_cell,"dfxtp_1",
placement,port_buffers,1,
clock_tree,cts_num_sinks,28,
worst_setup_path,path_class,"flip-flop to primary output",
clock_tree,root_buffer,"clkbuf_8",
grt,grt_max_degree,18,
routing,first_pass_iters,4,
routing,vias,931,
routing,avgRoutedWirePerCell,8.98,microns
worst_setup_path,startpoint,"toggle",
final_timing,fin_skew,3.10,ps
yosys,mux_area_share,0,%
final_timing,fin_worst_hold_slack,482,ps
yosys,synthArstFlopShare,0,%
die,num_io_pins,2,
flow_run,log.warning_count,25,
worst_setup_path,rrSetupSlack,3550,ps
routing,diodes,0,
worst_setup_path,crit_chain,"clkdlybuf4s50_1",
final_timing,relSlewSlack,54.3,%
placement,hpwl,1.45,mm
die,num_rows,32,
yosys,synth-simple-area-share,29.4,%
worst_setup_path,crit_family,"buffers and inverters",
power_and_ir_drop,powerDensity,217,mW/mm^2
outcome,status,"finished, final reports clean",
yosys,ys_types,34,
yosys,yosys.area_share.aoi,9.49,%
yosys,syn-cell-area,0.00125,sq mm
worst_setup_path,crit_arrival,1100,ps
final_timing,fmax,442,MHz
yosys,synth_seq_share,45.6,%
clock_tree,cts_tree,"built",
yosys,enable_flop_cells,1,
cells_and_area,synthToLayoutAreaGrowth,14.3,%
grt,grt_pass1_wl,3.80,mm
clock_tree,clk_pin_slew,90,ps
worst_setup_path,path_buffers,1,
worst_setup_path,cp-start-kind,"flip-flop",
clock_tree,cts_made_buffers,3,
yosys,ys_ff,28,
routing,via_per_inst,3.90,
final_timing,slew_viol_final,0,
worst_setup_path,reg2reg_depth,4,
grt,antenna_found_initial,0,
final_timing,finalHoldViolations,0,
flow_run,cap_viol_max_count,0,
final_timing,worstMarginPinSlew,683,ps
yosys,synthAdderAreaFrac,0.999,%
worst_setup_path,crit_path_end_kind,"primary output",
worst_setup_path,crit_end,"out",
routing,wl,2.15,mm
cells_and_area,fin_area,0.00143,sq mm
worst_setup_path,cp.required,4640,ps
clock_tree,cts_hold_buffers,0,
power_and_ir_drop,ir_drop,0.275,mV
final_timing,period_used_share,39.0,%
final_timing,setup_viol,0,
min_path,hold_path.class,"flip-flop to flip-flop",
worst_setup_path,r2r_end,"toggle",
cells_and_area,final_layout_size_suffix_gt1_share,10.9,%
clock_tree,postCtsSetupRepairBufs,0,
die,die_w,108,microns
==> worst register-to-register path, stage by stage (launching register included) <==
cell and delay [ps]:
dfxtp_1 390, ha_1 210, nand3_2 150, or3_2 520, nor3_4 610
==> cells by family (layout without fill, tap and decap cells) <==
| logic type | Yosys count | count (layout) |
|---|---|---|
| and+or+nand+nor | 59 | 59 |
| DFF | 28 | 28 |
| AOI/OAI and AO/OA | 20 | 20 |
| xor gates and xnor gates | 15 | 15 |
| buffers and inverters | 11 | 14 |
| adders and majority gates | 1 | 1 |
==> stage by stage <==
step | power [mW] | worst slack, ps | instances | utilization [%]
after floorplan | 0.198 | 3800 | 134 | -
after global placement | 0.198 | 3600 | 235 | 18.0
after detailed placement | 0.198 | 3570 | 235 | 18.0
after CTS | 0.314 | 3520 | 239 | 18.7
after global routing | 0.321 | 3440 | 239 | 18.7
final | 0.310 | 3540 | 239 | 18.7
==> layer usage <==
metal	vias to the layer above	wire length, microns	GRT usage (%)
li1	490	-	-
met1	424	1150	5.64
met2	15	883	5.43
met3	2	97	1.08
met4	0	16	0.286
met5	-	0	0
==> final cells by class <==
cell class                      instances  area [sq um]
Fill cell                             821          6220
Multi-Input combinational cell         95           631
Sequential cell                        28           571
Tap cell                              102           128
Clock buffer                            4          55.1
Inverter                                8          30.0
Timing Repair Buffer                    2          17.5
==> where the power goes <==
part,switching [mW],leakage (nW),total [mW],internal [mW]
combinational,0,0.238,0.000000238,0
sequential,0,0.229,0.193,0.193
clock,0.0563,0.0288,0.117,0.0607
total,0.0563,0.496,0.310,0.254
==> worst min path at each step <==
stage / from / endpoint / slack, ps / cells after the start
after CTS: count[26] / count[26] / 480 / 2
after global routing: count[22] / count[22] / 520 / 2
final: count[26] / count[26] / 480 / 2
==> placed cells by master, fill, tap and decap left out, types with 2 or more instances in the layout <==
cell / instances
dfxtp_1: 27
xnor2_1: 10
nor2_1: 10
a21oi_1: 9
inv_1: 8
nand3_1: 8
nand4_1: 8
o21ai_0: 5
nand2_1: 5
xor2_1: 5
nor3_1: 4
clkbuf_8: 4
or3_1: 3
and3_1: 3
a31o_2: 3
o31ai_1: 3
or4_1: 3
and2_1: 2
==> cells in the mapped netlist, types with 3 or more instances <==
cell      n  area, sq um
nand2_1   5         18.8
nor2_1   10         37.5
or4_1     3         22.5
nand4_1   8         50.1
a31o_2    3         26.3
dfxtp_1  27          541
nor3_1    4         20.0
nand3_1   8         40.0
o31ai_1   3         22.5
a21oi_1   9         45.0
and3_1    3         18.8
xnor2_1  10         87.6
xor2_1    5         43.8
inv_1     8         30.0
o21ai_0   5         25.0
or3_1     3         18.8
==> flip-flops by register name (all words and copies together), names as in the netlist <==
name / flops
count: 27
toggle: 1
Power and IR drop assume default switching activity.
